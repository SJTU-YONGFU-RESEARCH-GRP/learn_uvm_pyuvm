--- ./config.mk ---
export PLATFORM = sky130hd
export DESIGN_NAME = simple_fifo
export DESIGN_NICKNAME = simple_fifo
export VERILOG_FILES = /design/flow/design.v
export SDC_FILE = /design/flow/constraint.sdc
export NUM_CORES = 4
export LEC_CHECK = 1
export CORE_UTILIZATION = 30
--- ./constraint.sdc ---
current_design simple_fifo

set clk_period 3.2
set clk_io_pct 0.2

create_clock -name clk0 -period $clk_period [get_ports {clk}]

set non_clock_inputs [all_inputs -no_clocks]
set_input_delay [expr $clk_period * $clk_io_pct] -clock clk0 $non_clock_inputs
set_output_delay [expr $clk_period * $clk_io_pct] -clock clk0 [all_outputs]
--- ./design.v ---
module simple_fifo (
    input  wire       clk,
    input  wire       rst_n,
    input  wire       write_en,
    input  wire       read_en,
    input  wire [7:0] data_in,
    output reg  [7:0] data_out,
    output reg        full,
    output reg        empty
);
    reg [7:0] mem [0:15];   
    reg [4:0] write_ptr;
    reg [4:0] read_ptr;
    reg [4:0] count;
    always @(posedge clk or negedge rst_n) begin
        if (!rst_n) begin
            write_ptr <= 5'h0;
            read_ptr <= 5'h0;
            count <= 5'h0;
            full <= 1'b0;
            empty <= 1'b1;
        end else begin
            if (write_en && !full) begin
                mem[write_ptr[3:0]] <= data_in;
                write_ptr <= write_ptr + 1;
                count <= count + 1;
            end
            if (read_en && !empty) begin
                data_out <= mem[read_ptr[3:0]];
                read_ptr <= read_ptr + 1;
                count <= count - 1;
            end
            full <= (count == 16);
            empty <= (count == 0);
        end
    end
endmodule
--- ./run.sh ---
#!/bin/bash
# OpenROAD 26Q1-2900-gdf79404cd8, Yosys 0.63+post, stock flow scripts
make -C /OpenROAD-flow-scripts/flow DESIGN_CONFIG=/design/flow/config.mk WORK_HOME=/design/flow/orfs finish
==> impl_metrics.csv <==
group,metric,value,unit
clock_network,hold_buffers,0,
global_routing,antenna_found_initial,0,
global_routing,maximum_number_of_pins_on_one_net_before_global_route_repair,23,
synth,ys_cells,386,
setup_path,setup.reg_to_reg.worst_slack,770,ps
clock_network,cts_buffer_depth,2,
clock_network,cts-htree-levels,4,
clock_network,cts.root.buffer_cell,"clkbuf_16",
sta,totalNegativeSetupSlack,0,ps
sta,worst_slew_margin_rel,49.19,%
pwr,power.share.clock,35.0,%
floorplan,placement_rows,51,
pwr,switching_share,29.26,%
floorplan,die-area,20850,µm²
setup_path,regToRegStartpoint,"read_ptr[0]$_DFFE_PN0P_",
finish,layout-drive-gt1-share,14.38,%
drt,vias,3495,
pwr,vdd.ir_drop.worst,0.4366,mV
synth,seq_area_frac_synth,73.34,%
synth,yosys_area,6082,µm²
setup_path,path_class,"flop to flop",
sta,worst_pin_slew,762.2,ps
floorplan,die_y,144.4,µm
setup_path,worst_path_required_time,3340,ps
setup_path,timing.rr.end,"data_out[3]$_DFFE_PP_",
drt,wire_per_inst,18.35,µm
synth,yosysWarningCount,2,
global_routing,via_count_of_the_first_global_routing_pass,3770,
drt,drt_iter0_drc,257,
clock_network,clkSlewWorstSetupHoldPaths,60,ps
drt,antenna_cells_inserted,0,
synth,netlist_area,6082,µm²
drt,drtPass1Iterations,7,
floorplan,core_area,19650,µm²
sta,finalClockPeriodUsage,75.92,%
flow_run,timing.max_cap.violations,0,
min_path,holdCritPathClass,"primary input to asynchronous set/reset pin",
global_routing,groute.usage.overall,14.26,%
global_routing,global_route_wire_length_before_repair,20470,µm
floorplan,fp.dieW,144.4,µm
floorplan,design.portCount,22,
floorplan,initial_utilization,30.95,%
clock_network,cts_buffers,17,
synth,edf_count,136,
pwr,power_leakage,2.514,nW
clock_network,clk_latency,420,ps
sta,hold_viol_final,0,
finish,fill_cells,1821,
clock_network,tritoncts,"done",
flow_run,number_of_warning_messages_in_the_logs,31,
place,gp_routability_congestion,0.8389,
drt,routed_wirelength,13030,µm
drt,drt.antenna.violating_nets,0,
sta,report.final.setup_viol,0,
pwr,seqPwrFrac,38.2,%
pwr,intPower,4.765,mW
sta,slew_violations,0,
finish,stdcell_area,7401,µm²
clock_network,cts_setup_buffers,0,
setup_path,worst_setup_path_start_kind,"flop",
pwr,total_switching_power,1.971,mW
sta,timing.fmax,0.4116,GHz
synth,syn_inst,386,
setup_path,crit_arrival,2570,ps
pwr,pwr_density,910.1,nW/µm²
setup_path,largest_fanout_on_the_critical_path,10,
synth,flop_cell,"edfxtp_1",
pwr,combPwrFrac,26.8,%
global_routing,grt.overflow.total,0,
setup_path,worst-r2r-cell-count,6,
synth,synth_top_cell_by_area,"edfxtp_1",
drt,drt_drc_violations_left,0,
synth,synthArstFlopShare,9.934,%
synth,synth.lib_cells_used.distinct,47,
place,number_of_buffers_inserted_by_port_buffering,21,
synth,netlist.area_leader.share,67.15,%
place,dpl-instance-area,6695,µm²
drt,route.detailed.vias_per_inst,4.923,
place,dp.final_hpwl,8484,µm
setup_path,end_kind,"flop",
sta,timing.clock.skew,6.211,ps
synth,synth-seq-cells,151,
synth,topCellsByArea,"edfxtp_1 67%, dfrtp_1 5.8%, a22oi_1 2.5%",
sta,rsz0062_at_grt,"no",
run_status,status,"complete, no violations",
sta,final_period_minus_worst_setup_slack,2429,ps
clock_network,clock_sinks,151,
clock_network,postCtsResizedCells,0,
synth,synth_area_per_cell,15.76,µm²
finish,area_growth,21.68,%
pwr,report.power.total,6.736,mW
[synthesized netlist by cell type (all sizes together), types with 3 or more instances]
library cell,instances
a211oi,3
a21oi,13
a221oi,12
a222oi,5
a22o,6
a22oi,20
a32oi,3
a41o,3
and2,6
buf,17
clkbuf,4
dfrtp,14
edfxtp,136
ha,11
inv,10
mux2,4
mux2i,9
nand2,17
nand2b,5
nand3,15
nand3b,4
nor2,25
nor2b,7
nor3,5
o211ai,3
o21ai,6
xnor2,8
[power by group through the flow]
stage | clock network, mW | logic (mW) | registers (mW)
CTS | 2.39 | 1.81 | 2.57
global route | 2.48 | 2.00 | 2.60
finish | 2.36 | 1.81 | 2.57
[flip-flops by register name, summed over array words and instances, names as in the netlist]
signal     count
read_ptr       4
data_out       8
write_ptr      4
count          5
full           1
mem          128
empty          1
[metal layers]
metal	track usage [%]	up-vias	routed length [µm]
met5	0	-	0
met4	2.493	0	243
met3	9.171	17	1568
met2	20.88	153	5824
met1	18.63	1718	5391
li1	-	1607	-
[per-stage QoR]
step | setup slack (ps) | cells | hold slack, ps | util, %
floorplan | 1139 | 386 | 344.4 | -
global placement | 632.2 | 678 | 538.5 | 34.07
detailed placement | 640.8 | 678 | 525.2 | 34.07
CTS | 764.7 | 710 | 522.4 | 37.66
global route | 622.7 | 710 | 540.2 | 37.66
finish | 770.6 | 710 | 534.1 | 37.66
[critical path, stage by stage (launching register included)]
cell	delay (ps)
dfrtp_1	410
inv_1	130
ha_1	560
inv_1	140
o21a_1	340
a221oi_1	410
o211ai_1	160
[area by class of cell]
| cell class | instances | area [µm²] | area share, % |
|---|---|---|---|
| clock buffer | 18 | 429.2 | 5.799 |
| clock inverter | 14 | 276.5 | 3.736 |
| inverter | 10 | 37.54 | 0.5072 |
| multi-input combinational | 204 | 1453 | 19.63 |
| sequential | 151 | 4461 | 60.27 |
| tap | 265 | 331.6 | 4.480 |
| timing repair buffer | 48 | 412.9 | 5.579 |
[cells in the final DEF (no fill, tap or decap), drive strengths merged, types with 4 or more instances in the layout]
| cell type | n |
|---|---|
| xnor2 | 8 |
| clkdlybuf4s50 | 21 |
| clkbuf | 18 |
| a221oi | 12 |
| dfrtp | 14 |
| nor3 | 5 |
| nor2b | 7 |
| mux2i | 9 |
| ha | 11 |
| nor2 | 25 |
| bufinv | 8 |
| clkinv | 5 |
| a22o | 6 |
| inv | 11 |
| a22oi | 20 |
| mux2 | 4 |
| buf | 27 |
| edfxtp | 136 |
| nand2b | 5 |
| nand3b | 4 |
| nand3 | 15 |
| nand2 | 17 |
| and2 | 6 |
| a222oi | 5 |
| o21ai | 6 |
| a21oi | 13 |
[worst max path at each step]
stage	from	endpoint	slack, ps
6_report	read_ptr[0]$_DFFE_PN0P_	data_out[3]$_DFFE_PP_	770
4_1_cts	read_ptr[0]$_DFFE_PN0P_	data_out[3]$_DFFE_PP_	760
5_1_grt	read_ptr[0]$_DFFE_PN0P_	data_out[3]$_DFFE_PP_	620
[logic make-up after synthesis]
logic type | after synthesis | share of synthesized area (%)
flip-flops | 151 | 73.34
AND/OR/NAND/NOR | 88 | 7.056
AND-OR/OR-AND | 80 | 9.978
buffers and inverters | 31 | 2.777
multiplexers | 15 | 2.962
adder cells (fa/ha/maj) | 12 | 2.592
XOR/XNOR | 9 | 1.296
No activity file was given, so power comes from the tool's default toggle rates.
