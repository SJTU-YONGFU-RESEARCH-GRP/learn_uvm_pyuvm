==> design.v <==
module simple_dma (
    input  wire        clk,
    input  wire        rst_n,
    input  wire        dma_start,
    output reg         dma_done,
    input  wire [31:0] dma_src_addr,
    input  wire [31:0] dma_dst_addr,
    input  wire [15:0] dma_length,
    input  wire [2:0]  dma_channel
);
    reg [31:0] src_addr_reg;
    reg [31:0] dst_addr_reg;
    reg [15:0] length_reg;
    reg [2:0]  channel_reg;
    reg [15:0] count;
    always @(posedge clk or negedge rst_n) begin
        if (!rst_n) begin
            dma_done <= 1'b0;
            src_addr_reg <= 32'h0;
            dst_addr_reg <= 32'h0;
            length_reg <= 16'h0;
            channel_reg <= 3'h0;
            count <= 16'h0;
        end else begin
            if (dma_start && !dma_done) begin
                src_addr_reg <= dma_src_addr;
                dst_addr_reg <= dma_dst_addr;
                length_reg <= dma_length;
                channel_reg <= dma_channel;
                count <= 16'h0;
            end else if (!dma_done) begin
                if (count < length_reg) begin
                    count <= count + 1;
                end else begin
                    dma_done <= 1'b1;
                end
            end else if (dma_done) begin
                dma_done <= 1'b0;
            end
        end
    end
endmodule
==> run.sh <==
#!/bin/bash
# OpenROAD 26Q1-2900-gdf79404cd8, Yosys 0.63+post, stock flow scripts
make -C /OpenROAD-flow-scripts/flow DESIGN_CONFIG=/design/flow/config.mk WORK_HOME=/design/flow/orfs finish
==> config.mk <==
export PLATFORM = sky130hd
export DESIGN_NAME = simple_dma
export DESIGN_NICKNAME = simple_dma
export VERILOG_FILES = /design/flow/design.v
export SDC_FILE = /design/flow/constraint.sdc
export NUM_CORES = 4
export LEC_CHECK = 1
export CORE_UTILIZATION = 30
==> constraint.sdc <==
current_design simple_dma

set clk_period 4.7
set clk_io_pct 0.2

create_clock -name clk0 -period $clk_period [get_ports {clk}]

set non_clock_inputs [all_inputs -no_clocks]
set_input_delay [expr $clk_period * $clk_io_pct] -clock clk0 $non_clock_inputs
set_output_delay [expr $clk_period * $clk_io_pct] -clock clk0 [all_outputs]
==> impl_metrics.tcl <==
# yosys + openroad results
set metrics [dict create \
    status "complete, no violations" \
    postCtsResizedCells 0 \
    top_area_share_pct 40.5 \
    relSlewSlack_pct 53.6 \
    yosys-top-cells-count "dfrtp_1, nand2_1, inv_1, nor2_1, o21ai_0" \
    peakVddDrop_mv 0.108 \
    ys_area_mm2 0.00204 \
    avgSynthCellArea_um2 8.79 \
    cp.depth 1 \
    grt_use_met3_pct 2.29 \
    htree_levels 2 \
    avgViaCountPerCell 4.97 \
    critPathKind "reg -> out" \
    numCtsBuffers 5 \
    cp-start-kind "flop" \
    rsz0062_at_grt "false" \
    portBuffers 19 \
    numClockSinks 33 \
    yosys_warnings 1 \
    cts_tree "yes" \
    busiest_layer "met2" \
    synthToLayoutAreaGrowth_pct 17.6 \
    die-area_mm2 0.00713 \
    clkTransAtPathRegs_ps 80 \
    wirelength_mm 4.13 \
    synth.most_common_cell "dfrtp_1" \
    hold_depth 1 \
    syn_area_mm2 0.00204 \
    synthCells 232 \
    grt_usage_pct 13.0 \
    powerDensity_mw_per_mm2 256 \
    crit_family "flip-flops" \
    synthDistinctLibCells 39 \
    synth-edff-count 0 \
    root_buffer "clkbuf_8" \
    ys.flops 33 \
    ys_cells 232 \
    drc_errors 0 \
    io_pins 87 \
    reg2reg_slack_ps 2220 \
    fin_tns_setup_ps 0 \
    worstRegToRegCells 8 \
    grt_use_met2_pct 20.4 \
    crit_path_cell_trace "clkdlybuf4s50_1" \
    setup_viol 0 \
    rows 29 \
    grt_max_degree 34 \
    leakage_nw 1.18 \
    coreArea_mm2 0.00646 \
    ant_nets 0 \
    fin_crit_sh_pct 55.6 \
    initialDrtViolationCount 122 \
    antenna_found_initial 0 \
    synth_async_sr_flop_share_pct 100 \
    vias 1625 \
    first_pass_iters 21 \
    die_h_um 84.4 \
    grt-ovfl-total 0 \
    drv_slew 0 \
    clk_latency_ps 290 \
    ys_seq_share_pct 40.5 \
    tightest_slew_ps 696 \
    post-route-min-period_ps 2610 \
    cp.arrival_ps 1670 \
    first_global_vias 1575 \
    warning_count 92 \
    fp_util_pct 31.6 \
    gp_congestion 0.737 \
    crit_fanout 20 \
    die_x_um 84.4 \
    slowest_stage "dfrtp_1" \
    drv_cap 0 \
    cts_max_path_buffers 2 \
    final_core_util_pct 37.1 \
    top_cells_by_area "dfrtp_1, ha_1, nand2_1" \
    cts_hold_buf 0 \
    path_buffers 1 \
    dp_hpwl_mm 2.69 \
    synth_top_flop_cell "dfrtp_1" \
    antennaDiodeCount 0 \
    grt_pass1_wl_mm 7.42 \
    cts_setup_buffers 0 \
    skew_ps 11.1 \
    top_area_cell "dfrtp_1" \
    use_met1_pct 19.7 \
    end_kind "output pin" \
    slowest_delay_ps 790 \
    drive_gt1_share_pct 6.00 \
    critPathRequiredTime_ps 3760 \
    post_drt_wl_per_cell_um 12.6 \
    fmax_ghz 0.383 \
    hp-class "reg -> reg" \
    hold_viol 0 \
]
path summary, 6_finish.rpt:
| path | endpoint | startpoint |
|---|---|---|
| max | dma_done | dma_done$_DFFE_PN0N_ |
| min | length_reg[0]$_DFFE_PN0P_ | length_reg[0]$_DFFE_PN0P_ |
| max reg2reg | count[3]$_DFFE_PN0P_ | count[2]$_DFFE_PN0P_ |
| min reg2reg | length_reg[0]$_DFFE_PN0P_ | length_reg[0]$_DFFE_PN0P_ |
| max in group asynchronous | count[9]$_DFFE_PN0P_ | rst_n |
| min in group asynchronous | length_reg[2]$_DFFE_PN0P_ | rst_n |
stage by stage:
stage                     cells  setup slack [ps]  hold slack, ps  area, um2  total power, mW
after global placement      319              1830             504       2290            0.380
after floorplan             232              2550             482       2040            0.349
final                       327              2090             526       2400            0.613
after detailed placement    319              1850             513       2290            0.382
after CTS                   327              2040             531       2400            0.624
after global routing        327              1970             549       2400            0.646
per-layer routing:
| layer | vias to the layer above | routed length (um) |
|---|---|---|
| met1 | 751 | 2100 |
| met3 | 4 | 143 |
| met4 | 0 | 48 |
| met2 | 19 | 1840 |
| li1 | 851 | - |
| met5 | - | 0 |
worst register-to-register path: stages (launching register included):
cell and delay [ps]:
dfrtp_1 430, ha_1 310, a211o_1 290, a31oi_1 160, o221ai_1 170, a211oi_2 250
buf_4 330, nor2_1 90, or3b_1 340
power breakdown:
part	internal [mW]	switching [mW]	leakage, nW	total [mW]
clock	0.132	0.106	0.0542	0.238
combinational	0.0331	0.0372	0.695	0.0703
sequential	0.298	0.00645	0.429	0.305
placed cells by master (no fill, tap or decap), types with 2 or more instances in the layout:
cell / Yosys / routed
inv_1: 18 / 18
nor3_1: 4 / 4
o211ai_1: 3 / 3
nand4_1: 6 / 6
nand3_1: 12 / 12
nor2_1: 18 / 18
a22oi_1: 2 / 2
and3_1: 4 / 4
dfrtp_1: 33 / 33
o21ai_0: 17 / 17
a211oi_1: 3 / 3
mux2i_1: 4 / 4
nand2_1: 23 / 23
and4b_1: 2 / 2
clkbuf_8: 0 / 7
a211o_1: 8 / 8
a21oi_1: 10 / 10
nor3b_1: 2 / 2
clkdlybuf4s50_1: 0 / 19
a31oi_1: 2 / 2
ha_1: 16 / 16
nor2b_1: 7 / 6
buf_4: 2 / 3
nand2b_1: 11 / 11
logic make-up (layout without fill, tap and decap cells):
group	after synthesis	in the layout	share of synthesized area [%]
AOI/OAI and AO/OA	54	54	17.6
adders and majority gates	16	16	9.82
muxes	5	5	2.52
buffers and inverters	30	48	6.02
DFF	33	33	40.5
and+or+nand+nor	94	94	23.6
cell type report:
type / count / area, um2
clock buffer: 7 / 96.3
clock inverter: 1 / 5.00
fill: 651 / 4060
inverter: 18 / 67.6
multi-input combinational: 169 / 1090
sequential: 33 / 826
tap: 77 / 96.3
timing repair buffer: 22 / 213
Power figures rest on the tool's default switching activity, not on a simulated workload.
